===== run.sh =====
#!/bin/bash
# OpenROAD 26Q1-2900-gdf79404cd8, Yosys 0.63+post, stock flow scripts
make -C /OpenROAD-flow-scripts/flow DESIGN_CONFIG=/design/flow/config.mk WORK_HOME=/design/flow/orfs finish

===== config.mk =====
export PLATFORM = sky130hd
export DESIGN_NAME = Auto_LFSR_ALGO
export DESIGN_NICKNAME = Auto_LFSR_ALGO
export VERILOG_FILES = /design/flow/design.v
export SDC_FILE = /design/flow/constraint.sdc
export NUM_CORES = 4
export LEC_CHECK = 1
export CORE_AREA = 10 10 70 70
export DIE_AREA = 0 0 80 80

===== constraint.sdc =====
current_design Auto_LFSR_ALGO

set clk_period 1.2
set clk_io_pct 0.2

create_clock -name clk0 -period $clk_period [get_ports {Clock}]

set non_clock_inputs [all_inputs -no_clocks]
set_input_delay [expr $clk_period * $clk_io_pct] -clock clk0 $non_clock_inputs
set_output_delay [expr $clk_period * $clk_io_pct] -clock clk0 [all_outputs]

===== design.v =====
module Auto_LFSR_ALGO #(parameter
    Length = 8,                         
    initial_state = 8'b1001_0001,       
    Tap_Coefficient = 8'b1111_0011      
)(
    input Clock, Reset,                 
    output reg [1:Length] Y             
);
integer Cell_ptr;
always @ (posedge Clock) begin          
    if (Reset == 1'b0)                  
        Y <= initial_state;             
    else begin
        for (Cell_ptr = 2; Cell_ptr <= Length; Cell_ptr = Cell_ptr + 1) begin
            if (Tap_Coefficient[Length - Cell_ptr + 1] == 1)
                Y[Cell_ptr] <= Y[Cell_ptr - 1] ^ Y[Length];  
            else
                Y[Cell_ptr] <= Y[Cell_ptr - 1];             
        end
        Y[1] <= Y[Length];              
    end
end
endmodule

==> impl_metrics.tcl <==
# flow metrics
set metrics [dict create \
    cp-end-kind "output port" \
    reg2reg_depth 3 \
    rsz0062_at_grt "false" \
    top_cells_by_area "dfxtp_1 62%, and2_1 12%, xor2_1 10%" \
    max_freq_mhz 956 \
    cp.depth 1 \
    warnings 25 \
    area_growth_pct 69.7 \
    finalCriticalPeriod_ns 1.05 \
    finalSetupViolCount 0 \
    cpLargestDelayFamily "flip-flops" \
    timing.final.hold_violations 0 \
    wire_per_inst_um 7.40 \
    final-seq-area_um2 170 \
    cp-start-kind "flip-flop" \
    io_buffers 9 \
    coreArea_mm2 0.00342 \
    cts-htree-levels 1 \
    drc_errors 0 \
    grt_max_degree 9 \
    placementRows 21 \
    num_antenna_cells 0 \
    crit_required_ns 0.96 \
    slew_viol_final 0 \
    routed_wl_um 607 \
    fin_ws_ns 0.153 \
    simple_gate_share_pct 17.3 \
    fin_crit_sh_pct 87.2 \
    setup_tns_ns 0 \
    detail-route-antenna-nets 0 \
    worstSetupPathType "reg -> out" \
    drive_gt1_share_pct 38.9 \
    largest_register "Y" \
    seq_power_share_pct 55.4 \
    grt-ovfl-total 0 \
    clk_latency_ns 0.24 \
    first_global_vias 201 \
    reg_top3 "Y x8" \
    numSynthFlops 8 \
    path_clk_slew_ns 0.05 \
    status "completed" \
    power.share.switching_pct 18.9 \
    netlist_area_um2 260 \
    cts_sinks 8 \
    p_int_mw 0.420 \
    syn_avg_cell_area_um2 11.8 \
    max-slew-margin-rel_pct 83.5 \
    adder_share_pct 0 \
    power.switching_mw 0.0978 \
    p_leak_nw 0.172 \
    clockRootBuffer "clkbuf_4" \
    ios 10 \
    die_w_um 80 \
    dr_total_vias 190 \
    ys_sh_aoi_pct 0 \
    grt_pass1_wl_um 1030 \
    die_y_um 80 \
    track_usage_pct 1.97 \
    critPathArrivalTime_ns 0.81 \
    holdPathStages 1 \
    numCtsBuffers 3 \
    dpl.hpwl_um 444 \
    logic_area_um2 88.8 \
    vias_per_cell 2.32 \
    yosys-stat-area_um2 260 \
    path_cells "dlygate4sd2_1" \
    p_per_area_mw_per_mm2 1170 \
    max_stage_delay_ns 0.32 \
    fillCellCount 392 \
    drtIter0Drc 16 \
    cp_slowest_cell "dfxtp_2" \
    xor_area_share_pct 16.8 \
    comb_power_share_pct 7.7 \
    critPathMaxFanout 2 \
    holdBufCountCts 0 \
    synth_seq_share_pct 61.5 \
    finalWeightedCongestion 0.648 \
    final_cell_mix "8 x dfxtp_2, 8 x dlygate4sd2_1, 5 x and2_1" \
    yosys_warnings 1 \
    yosysCellCount 22 \
    finClkSkew_ns 0.000250 \
    ir_drop_mv 0.228 \
    dr.pass1.iters 4 \
    cap_violations 0 \
    largest_reg_flops 8 \
    ys_types 7 \
    post-place-ws_ns 0.119 \
    top_logic_kind "simple AND/OR/NAND/NOR gates" \
    tightest_slew_ns 0.246 \
    worstHoldPathType "reg -> reg" \
    chipArea_mm2 0.00640 \
    top_area_cell "dfxtp_1" \
    top_cell_area_share_pct 61.5 \
    synth_cells 22 \
    initial_core_util_pct 7.62 \
    antenna_found_initial 0 \
    critPathBufInv 1 \
    cts_tree "built" \
    cts_buffer_depth 2 \
    p_clk_share_pct 36.9 \
    ys_sh_mux_pct 0 \
]
cell usage after synthesis, drive strengths merged:
library cell	n
xor2	3
xnor2	2
nand2	2
dfxtp	8
nand2b	1
buf	1
and2	5
worst paths after layout:
check | endpoint | slack, ns | from
hold reg to reg | Y[7]$_SDFF_PN0_ | 0.46 | Y[6]$_SDFF_PN0_
hold / removal | Y[7]$_SDFF_PN0_ | 0.46 | Y[6]$_SDFF_PN0_
setup / recovery | Y[7] | 0.15 | Y[7]$_SDFF_PN0_
setup reg to reg | Y[3]$_SDFF_PN0_ | 0.32 | Y[8]$_SDFF_PN1_
layer usage:
metal	wire [µm]	GRT usage (%)	up-vias
met5	0	0	-
met4	19	0.880	0
met3	45	0.909	2
met2	238	2.41	10
met1	303	2.81	84
li1	-	-	94
logic make-up after synthesis:
family | count (synthesis)
AND/OR/NAND/NOR | 8
flip-flops | 8
XOR/XNOR | 5
buffers and inverters | 1
power groups by stage:
stage	clock network [mW]	logic (mW)	registers (mW)
CTS	0.197	0.0405	0.288
global route	0.226	0.0449	0.289
finish	0.191	0.0398	0.287
cell type report:
cell class	instances	share of cell area, %
well taps	46	13.0
flip-flops and latches	8	38.5
clock buffers	3	5.10
multi-input cells	13	20.1
repair buffers	12	23.2
per-stage QoR:
| step | cell area (µm²) | util, % | hold slack, ns | power [mW] | std cells |
|---|---|---|---|---|---|
| global placement | 404 | 11.8 | 0.478 | 0.337 | 77 |
| floorplan | 260 | - | 0.302 | 0.304 | 22 |
| finish | 442 | 12.9 | 0.460 | 0.518 | 82 |
| detailed placement | 404 | 11.8 | 0.467 | 0.336 | 77 |
| global route | 442 | 12.9 | 0.494 | 0.560 | 82 |
| CTS | 442 | 12.9 | 0.466 | 0.525 | 82 |
what timing repair did:
item / in CTS / in global routing
endpoints found under the hold margin: 0 / 0
endpoints found under the setup margin: 8 / 0
resized: 16 / 0
setup buffers: 2 / 0
Power figures rest on the tool's default switching activity, not on a simulated workload.
