<file path="config.mk">
export PLATFORM = sky130hd
export DESIGN_NAME = Key_Decoder
export DESIGN_NICKNAME = Key_Decoder
export VERILOG_FILES = /design/flow/design.v
export SDC_FILE = /design/flow/constraint.sdc
export NUM_CORES = 4
export LEC_CHECK = 1
export CORE_AREA = 10 10 70 70
export DIE_AREA = 0 0 80 80
</file>
<file path="constraint.sdc">
current_design Key_Decoder

set clk_period 4.3
set clk_io_pct 0.2

create_clock -name clk0 -period $clk_period

set non_clock_inputs [all_inputs -no_clocks]
set_input_delay [expr $clk_period * $clk_io_pct] -clock clk0 $non_clock_inputs
set_output_delay [expr $clk_period * $clk_io_pct] -clock clk0 [all_outputs]
</file>
<file path="design.v">
module Hex_Keypad_Grayhill_072 (
    output reg [3:0] Code,      
    output           Valid,     
    output reg [3:0] Col,       
    output reg [3:0] Row,       
    input            S_Row,     
    input            clock,     
    input            reset      
);
    reg [5:0] state, next_state;
    parameter S_0 = 6'b000001, S_1 = 6'b000010, S_2 = 6'b000100;
    parameter S_3 = 6'b001000, S_4 = 6'b010000, S_5 = 6'b100000;
    assign Valid = ((state == S_1) || (state == S_2) || (state == S_3) || (state == S_4) || (state == S_5)) && Row;
    always @ (Row, Col)
        case ({Row, Col})
            8'b0001_0001: Code = 0;
            8'b0001_0010: Code = 1;
            8'b0001_0100: Code = 2;
            8'b0001_1000: Code = 3;
            8'b0010_0001: Code = 4;
            8'b0010_0010: Code = 5;
            8'b0010_0100: Code = 6;
            8'b0010_1000: Code = 7;
            8'b0100_0001: Code = 8;
            8'b0100_0010: Code = 9;
            8'b0100_0100: Code = 10;  
            8'b0100_1000: Code = 11;  
            8'b1000_0001: Code = 12;  
            8'b1000_0010: Code = 13;  
            8'b1000_0100: Code = 14;  
            8'b1000_1000: Code = 15;  
            default: Code = 0;        
        endcase
    always @ (posedge clock, posedge reset)
        if (reset == 1'b1) state <= S_0;
        else state <= next_state;
    always @ (state, S_Row, Row)
    begin
        next_state = S_0;
        Col = 0;   
        case (state)
            S_0: begin Col = 15; if (S_Row) next_state = S_1; end
            S_1: begin Col = 1; if (Row) next_state = S_5; else next_state = S_2; end
            S_2: begin Col = 2; if (Row) next_state = S_5; else next_state = S_3; end
            S_3: begin Col = 4; if (Row) next_state = S_5; else next_state = S_4; end
            S_4: begin Col = 8; if (Row) next_state = S_5; else next_state = S_0; end
            S_5: begin Col = 15; if (S_Row == 0) next_state = S_0; else next_state = S_5; end
            default: next_state = S_0;
        endcase
    end
endmodule
module Synchronizer (
    output reg S_Row,            
    input [3:0] Row,             
    input clock,                 
    input reset                  
);
    reg A_Row;  
    always @ (negedge clock, posedge reset) begin
        if (reset == 1'b1) begin
            A_Row <= 0;
            S_Row <= 0;
        end else begin
            A_Row <= (Row[0] || Row[1] || Row[2] || Row[3]);
            S_Row <= A_Row;
        end
    end
endmodule
module Row_Signal (
    output reg [3:0] Row,    
    input [15:0] Key,        
    input [3:0] Col          
);
    always @ (Key, Col) begin
        Row[0] = Key[0] && Col[1] || Key[1] && Col[1] || Key[2] && Col[1] || Key[3] && Col[1];
        Row[1] = Key[4] && Col[1] || Key[5] && Col[1] || Key[6] && Col[1] || Key[7] && Col[1];
        Row[2] = Key[8] && Col[1] || Key[9] && Col[1] || Key[10] && Col[1] || Key[11] && Col[1];
        Row[3] = Key[12] && Col[1] || Key[13] && Col[1] || Key[14] && Col[1] || Key[15] && Col[1];
    end
endmodule
module Key_Decoder (
    input [15:0] Key,             
    output reg [39:0] Pressed     
);
    always @ (Key) begin
        case (Key)
            16'h0000: Pressed = "None";       
            16'h0001: Pressed = "Key_0";
            16'h0002: Pressed = "Key_1";
            16'h0004: Pressed = "Key_2";
            16'h0008: Pressed = "Key_3";
            16'h0010: Pressed = "Key_4";
            16'h0020: Pressed = "Key_5";
            16'h0040: Pressed = "Key_6";
            16'h0080: Pressed = "Key_7";
            16'h0100: Pressed = "Key_8";
            16'h0200: Pressed = "Key_9";
            16'h0400: Pressed = "Key_A";
            16'h0800: Pressed = "Key_B";
            16'h1000: Pressed = "Key_C";
            16'h2000: Pressed = "Key_D";
            16'h4000: Pressed = "Key_E";
            16'h8000: Pressed = "Key_F";
            default:  Pressed = "None";       
        endcase
    end
endmodule
</file>
<file path="run.sh">
#!/bin/bash
# OpenROAD 26Q1-2900-gdf79404cd8, Yosys 0.63+post, stock flow scripts
make -C /OpenROAD-flow-scripts/flow DESIGN_CONFIG=/design/flow/config.mk WORK_HOME=/design/flow/orfs finish
</file>
==> results.toml <==
# generated from flow reports
[pwr]
peakVddDrop_mv = 0.0227
power_density_nw_per_um2 = 48.4
p_leak_nw = 0.376

[status]
status = "completed"

[critical_path]
cp.required_ns = 3.44
critPathLaunchType = "input pin"
worst_path_max_delay_cell = "or4_4"
max_stage_delay_ns = 0.57
end_kind = "output pin"
arrival_ns = 3.31
worstPathCellList = "clkdlybuf4s50_1, or4_4, or4_4, a21boi_4, a31oi_2, a211o_1, clkdlybuf4s50_1"
criticalPathCategory = "in2out"
cp_max_fo = 5
critPathTopFamily = "simple AND/OR/NAND/NOR gates"
critPathBufInv = 2

[drt]
drc_errors = 0
num_vias = 766
via_per_inst = 4.23
diodes = 0
drt-total-wl_um = 2120
drt_iter0_drc = 17
wire_per_inst_um = 11.7
first_pass_iters = 4
ant_nets = 0

[global_route]
grt_overflow = 0
grt_pass1_wl_um = 3420
grtUsageMet1_pct = 7.91
grt_max_degree = 10
grt_usage_pct = 6.12
grt_pass1_vias = 763
use_met3_pct = 1.82
grt_antenna_before_repair = 0
grt_most_used_layer = "met2"
gr-usage-met2_pct = 10.4

[timing]
slew_violations = 0
clock.fmax_ghz = 0.240
setup_viol_count_final = 0
hold_violations = 0
final.setup.tns_ns = 0
rsz0062_at_grt = "false"
fin_crit_sh_pct = 96.9
min_period_ns = 4.17
fin_hold_ws_ns = 2.92

[job]
max_cap_viol_count = 0
warnings = 32

[finish]
final.fill_count = 364
clkbuf_count = 0
final_cell_mix = "clkdlybuf4s50_1, conb_1, o21ai_0, buf_4, nor4_1"
mostFrequentLayoutCell = "clkdlybuf4s50_1"
stdcell_count = 181
flops = 0
drive_gt1_share_pct = 12.6
design_area_um2 = 1040
seqCellArea_um2 = 0
area_growth_pct = 38.3
comb_area_um2 = 524

[floorplan]
design.core.area_um2 = 3420
rows = 21
core_util_floorplan_pct = 22.0
ios = 56
die.size.y_um = 80
die-area_um2 = 6400
dieWidth_um = 80

[place]
port_buffers = 37
place_area_um2 = 1040
place.detailed.hpwl_um = 1880
dp.cells = 181
place.gp.congestion = 0.970

[min_path]
worstHoldPathCells = 5
min_path_type = "in2out"
min_from = "Key[10]"
min_to = "Pressed[3]"

[synthesis]
synth_area_um2 = 751
ys_warn_count = 1
syn_avg_cell_area_um2 = 6.89
mux_share_pct = 0
fa_ha_area_share_pct = 0
yosysUniqueCellTypes = 30
synth-simple-area-share_pct = 25.7
ys_sh_xor_pct = 12.8
compound_area_share_pct = 21.5
ys_cells = 109
yosys_area_um2 = 751
ys_top_logic_family = "buffers and inverters"
synthCells = 109
synth_seq_share_pct = 0

[clock_network]
ctsHoldBuffers = 0
cell usage after synthesis, drive strengths merged, types with 5 or more instances:
library cell	number	area share (%)
nor4	8	6.7
o21ai	9	6.0
xor2	6	7.0
nor2	6	3.0
buf	34	35
or4	5	6.5
xnor2	5	5.8
inv	5	2.5
where the power goes:
group / total [W] / internal, W / switching [W]
logic: 0.0000503 / 0.0000264 / 0.0000239
registers: 0 / 0 / 0
clock network: 0 / 0 / 0
stage by stage:
step	util (%)	setup WS (ns)	power, W
after detailed placement	30.3	0.0950	0.0000508
after global routing	30.4	0.0482	0.0000572
after floorplan	-	0.967	0.0000364
after global placement	30.3	0.147	0.0000508
final	30.4	0.133	0.0000503
after CTS	30.3	0.0950	0.0000509
area by class of cell:
cell class / instances / area share (%)
inverters: 5 / 1.81
multi-input cells: 84 / 50.5
well taps: 46 / 5.54
repair buffers: 46 / 42.2
routing by layer:
| metal | part of all wire [%] | routed length, um |
|---|---|---|
| met5 | 0 | 0 |
| met4 | 0 | 0 |
| met3 | 14 | 294 |
| met2 | 45 | 947 |
| met1 | 41 | 880 |
cells by family after synthesis:
logic type | after synthesis
simple gates | 31
compound gates | 23
xor+xnor | 11
other cells | 2
buf+inv | 42
repair_timing:
action                     in CTS  in global routing
buffers inserted                0                  0
hold endpoints to repair        0                  0
resized                         0                  1
setup endpoints to repair       0                  9
worst max-delay path by stage:
stage	from	cells after the start	slack [ns]	to
4_1_cts	Key[8]	7	0.09	Pressed[38]
5_1_grt	Key[8]	7	0.05	Pressed[2]
6_report	Key[8]	7	0.13	Pressed[2]
Power is estimated from default activity; no workload was simulated.
